`./run.sh`:
```
#!/bin/bash
# OpenROAD 26Q1-2900-gdf79404cd8, Yosys 0.63+post, stock flow scripts
make -C /OpenROAD-flow-scripts/flow DESIGN_CONFIG=/design/flow/config.mk WORK_HOME=/design/flow/orfs finish
```
`./config.mk`:
```
export PLATFORM = sky130hd
export DESIGN_NAME = regfile
export DESIGN_NICKNAME = regfile
export VERILOG_FILES = /design/flow/design.v
export SDC_FILE = /design/flow/constraint.sdc
export NUM_CORES = 4
export LEC_CHECK = 1
export CORE_UTILIZATION = 50
```
`./constraint.sdc`:
```
current_design regfile

set clk_period 13.2
set clk_io_pct 0.2

create_clock -name clk0 -period $clk_period [get_ports {clk}]

set non_clock_inputs [all_inputs -no_clocks]
set_input_delay [expr $clk_period * $clk_io_pct] -clock clk0 $non_clock_inputs
set_output_delay [expr $clk_period * $clk_io_pct] -clock clk0 [all_outputs]
```
`./design.v`:
```
module regfile(
    input wire clk,
    input wire rst,
    input wire [4:0] rs1,
    input wire [4:0] rs2,
    input wire [4:0] rd,
    input wire we,
    input wire [31:0] wdata,
    output wire [31:0] rs1_data,
    output wire [31:0] rs2_data
);
    reg [31:0] regs [15:0];
    assign rs1_data = (rs1 == 0) ? 32'b0 : regs[rs1[3:0]];
    assign rs2_data = (rs2 == 0) ? 32'b0 : regs[rs2[3:0]];
    always @(posedge clk) begin
        if (rst) begin
            regs[0] <= 32'b0;
            regs[1] <= 32'b0;
            regs[2] <= 32'b0;
            regs[3] <= 32'b0;
            regs[4] <= 32'b0;
            regs[5] <= 32'b0;
            regs[6] <= 32'b0;
            regs[7] <= 32'b0;
            regs[8] <= 32'b0;
            regs[9] <= 32'b0;
            regs[10] <= 32'b0;
            regs[11] <= 32'b0;
            regs[12] <= 32'b0;
            regs[13] <= 32'b0;
            regs[14] <= 32'b0;
            regs[15] <= 32'b0;
        end
        else if (we && rd != 0) begin
            regs[rd[3:0]] <= wdata;
        end
    end
endmodule
```
==> flow_summary_export.csv <==
group,metric,value,unit
grt,grt_pass1_wl,120000,µm
clocking,cts-root-buf,"clkbuf_16",
power,leakagePower,0.0106,µW
power,power_frac_comb,12.0,%
route,antenna_left,0,
power,power.switching,924,µW
placement,globalplace.congestion,0.857,
yosys,ys_types,36,
yosys,synth.avg_cell_area,14.8,µm²
flow_run,drv_cap,0,
timing,worst_pin_slew,0.969,ns
setup_path,worstPathRequired,10.56,ns
timing,grt_setup_unrepaired,"no",
clocking,ctsLongestPathBuffers,3,
clocking,numCtsBuffers,56,
grt,antenna_found_initial,3,
yosys,ys_chip_area,27000,µm²
layout,largest_reg_flops,512,
grt,track_usage,34.3,%
run_status,status,"completed",
timing,finalClockPeriodUsage,65.4,%
power,swShare,23.8,%
clocking,cts.clk_slew.worst_paths,0.06,ns
timing,setup_ws,4.57,ns
timing,relSlewSlack,35.4,%
placement,portBuffers,113,
layout,drive_gt1_share,20.4,%
layout,fillers,4089,
power,p_seq_share,49.6,%
yosys,ys_warn_count,1,
power,p_int,2970,µW
layout,utilization,57.6,%
layout,syn_to_final_growth,12.8,%
clocking,h-tree-depth,2,
clocking,cts-resized-gates,0,
timing,finalCriticalPeriod,8.63,ns
setup_path,cp_max_fo,23,
layout,largest-register,"regs",
clocking,postCtsHoldBufs,0,
route,vias,16663,
floorplan,rows,84,
floorplan,dieHeight,235,µm
route,wl,82200,µm
grt,overflow,0,
clocking,cts_setup_buffers,0,
setup_path,crit_arrival,5.99,ns
timing,slew_viol_final,0,
route,drt_pass1_iterations,5,
floorplan,fp_util,51.0,%
yosys,yosys_cells,1825,
placement,dp_cells,2499,
timing,fin_setup_tns,0,ns
yosys,ys_seq_share,56.9,%
floorplan,die_area,55000,µm²
floorplan,die_x,235,µm
yosys,synthesis.area,27000,µm²
clocking,cts_sinks,512,
floorplan,core_area,53000,µm²
route,first_iter_violations,1061,
layout,top_regs,"regs: 512 flops",
power,power_density,128,nW/µm²
layout,comb_area,11000,µm²
clocking,cts_tree,"done",
route,drc,0,
yosys,ys_ff,512,
timing,hold_slack,3.03,ns
route,antenna_cells,0,
setup_path,worstSetupPathType,"input pin to primary output",
grt,grt_pass1_vias,17844,
power,peakVddDrop,0.0000936,V
timing,max_freq,116,MHz
min_path,hold_path_class,"input pin to flip-flop",
layout,stdcell_count,2596,
grt,grt_max_degree,81,
placement,hpwl,45200,µm
setup_path,endpoint_kind,"primary output",
timing,hold_viol,0,
flow_run,warning_count,25,
timing,setup_viol,0,
setup_path,cpMaxStageDelayCell,"clkdlybuf4s50_1",
route,routedWlPerCell,31.7,µm
setup_path,worst_setup_path_start_kind,"input pin",
setup_path,cp_common_cell,"clkdlybuf4s50_1",
route,vias_per_cell,6.42,
setup_path,crit_chain,"clkdlybuf4s50_1 -> or3_1 -> buf_4 -> or3_4 -> nand2b_4 -> o21ai_1 -> clkdlybuf4s50_1",
power,pwr-share-clk,38.5,%
yosys,syn_inst,1825,
placement,pre_cts_ws,4.66,ns
setup_path,max_stage_delay,0.72,ns
floorplan,io_pins,114,
layout,flop_area,15400,µm²
synth_stat cells:
cell,count,area share [%]
and2_1,513,12
edfxtp_1,512,57
mux4_2,211,18
clkbuf_1,128,1.8
mux2i_1,100,3.7
nand2_1,54,0.75
o22ai_1,44,1.0
buf_2,37,0.69
nand3b_1,34,0.94
nand3_1,33,0.61
a22oi_1,31,0.86
a32oi_1,31,1.0
o21ai_1,20,0.37
or2_2,16,0.37
nor2_1,12,0.17
o21ai_2,10,0.32
buf_1,6,0.083
nor3_1,5,0.093
buf_4,4,0.11
buf_6,3,0.12
nand2b_1,3,0.069
a21oi_1,2,0.037
nor2b_1,2,0.046
o21ai_0,2,0.037
a211oi_1,1,0.028
a221oi_1,1,0.032
buf_12,1,0.074
nand2b_4,1,0.051
nand4b_1,1,0.032
nand4bb_1,1,0.042
nor3b_2,1,0.046
nor4b_2,1,0.056
or3_1,1,0.023
or3_4,1,0.042
or3b_1,1,0.032
or3b_2,1,0.032
final timing paths:
kind,start,to,slack (ns),depth (start not counted)
max,rs1[3],rs1_data[24],4.57,7
min,wdata[7],regs[10][7],3.03,2
metrics by stage:
stage               instance area, µm²  power [µW]
global placement                 28800        2420
finish                           30500        3890
global route                     30500        4010
CTS                              30500        3910
floorplan                        27000        2210
detailed placement               28800        2430
power by group through the flow:
stage / logic [µW] / registers [µW] / clock network, µW
6_report: 466 / 1930 / 1500
5_1_grt: 496 / 1940 / 1580
4_1_cts: 467 / 1930 / 1520
cell type report:
cell class	count	area share, %
clock buffer	73	4.88
timing repair buffer	165	5.03
clock inverter	24	0.702
multi-input combinational	1134	36.1
sequential	512	50.4
tap	688	2.82
kinds of logic after synthesis:
logic type | after synthesis | synth area share [%]
flops | 512 | 56.9
compound gates | 142 | 3.71
mux | 311 | 21.3
buf+inv | 179 | 2.86
simple gates | 681 | 15.3
critical path, delay by kind of cell:
kind	cells	cell delay (ns)
AND/OR/NAND/NOR	3	1.09
AND-OR/OR-AND	1	0.52
buffers and inverters	3	1.73
cells in the final DEF, fill, tap and decap left out, drive strengths merged, types with 2 or more instances in the layout:
cell           count
mux4             211
nor3               5
or3b               2
o21ai             32
a32oi             31
nand3             33
buf               58
or2               16
clkinv            20
a21oi              2
clkdlybuf4s50    106
nand2             54
nor2              12
bufinv             4
a22oi             31
nor2b              2
and2             513
o22ai             44
nand3b            34
mux2i            100
edfxtp           512
clkbuf            74
nand2b             4
or3                2
metal layers:
| layer | GRT usage, % | routed length, µm | vias up |
|---|---|---|---|
| met1 | 49.1 | 29400 | 8310 |
| met2 | 48.5 | 38100 | 1122 |
| met4 | 7.34 | 2100 | 4 |
| met5 | 1.61 | 83 | - |
| met3 | 21.6 | 12500 | 143 |
| li1 | - | - | 7084 |
No activity file was given, so power comes from the tool's default toggle rates.
