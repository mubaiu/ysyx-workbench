File: flow/design.v
module alu(
    input wire [3:0] alu_op,
    input wire [31:0] in1,
    input wire [31:0] in2,
    output reg [31:0] out,
    output wire zero
);
    parameter ALU_ADD  = 4'b0000;
    parameter ALU_SUB  = 4'b0001;
    parameter ALU_SLL  = 4'b0010;
    parameter ALU_SLT  = 4'b0011;
    parameter ALU_SLTU = 4'b0100;
    parameter ALU_XOR  = 4'b0101;
    parameter ALU_SRL  = 4'b0110;
    parameter ALU_SRA  = 4'b0111;
    parameter ALU_OR   = 4'b1000;
    parameter ALU_AND  = 4'b1001;
    reg zero_r;
    assign zero = zero_r;
    always @(*) begin
        case (alu_op)
            ALU_ADD:  out = in1 + in2;
            ALU_SUB:  out = in1 - in2;
            ALU_SLL:  out = in1 << in2[4:0];
            ALU_SLT:  out = ($signed(in1) < $signed(in2)) ? 32'b1 : 32'b0;
            ALU_SLTU: out = (in1 < in2) ? 32'b1 : 32'b0;
            ALU_XOR:  out = in1 ^ in2;
            ALU_SRL:  out = in1 >> in2[4:0];
            ALU_SRA:  out = $signed(in1) >>> in2[4:0];
            ALU_OR:   out = in1 | in2;
            ALU_AND:  out = in1 & in2;
            default:  out = 0;
        endcase
        zero_r = (out == 0);
    end
endmodule
File: flow/run.sh
#!/bin/bash
# OpenROAD 26Q1-2900-gdf79404cd8, Yosys 0.63+post, stock flow scripts
make -C /OpenROAD-flow-scripts/flow DESIGN_CONFIG=/design/flow/config.mk WORK_HOME=/design/flow/orfs finish
File: flow/config.mk
export PLATFORM = sky130hd
export DESIGN_NAME = alu
export DESIGN_NICKNAME = alu
export VERILOG_FILES = /design/flow/design.v
export SDC_FILE = /design/flow/constraint.sdc
export NUM_CORES = 4
export LEC_CHECK = 1
export CORE_UTILIZATION = 40
File: flow/constraint.sdc
current_design alu

set clk_period 17.5
set clk_io_pct 0.2

create_clock -name clk0 -period $clk_period

set non_clock_inputs [all_inputs -no_clocks]
set_input_delay [expr $clk_period * $clk_io_pct] -clock clk0 $non_clock_inputs
set_output_delay [expr $clk_period * $clk_io_pct] -clock clk0 [all_outputs]
==> Slide: Implementation Results <==
Synthesis and Place & Route Summary

Outcome
  – Status: finished, final reports clean

STA
  – RSZ-0062 raised after global routing: false
  – Slew @ Worst Pin: 886 ps
  – Hold Slack: 8160 ps
  – Period utilization: 72.7%
  – Min Clock Period, post-route: 12730 ps
  – Setup TNS: 0 ps
  – Endpoints failing setup: 0
  – Worst rel slew slack: 40.9%
  – Pins Over Slew Limit: 0
  – Achievable Freq: 0.0785 GHz
  – Hold Violations, Final: 0

Hold path
  – WHS Endpoint: out[2]
  – Hold Crit Class: primary input to primary output
  – Hold_sp: in2[3]
  – Worst hold stages: 5

CTS
  – Post-cts resize count: 0
  – Post-CTS setup buffer count: 0
  – # hold bufs at CTS: 0

Finish
  – FILL cells: 2300
  – Area Growth Syn to Fin: 12.9%
  – Ratio of cells with drive above 1 in the final layout: 8.93%
  – Post-route cell area: 10300 um^2
  – Layout clock buffer count: 0
  – Storage cell area: 0 um^2
  – Seq cells: 0
  – Combinational Area: 8380 um^2

Run
  – MaxCap Viol Count: 0
  – Tool warning count: 99

Route
  – N_diodes: 0
  – Routed vias/inst: 6.89
  – Via Count: 11.3k
  – DR iter-0 viols: 1277
  – TritonRoute pass-1 iters: 5
  – Final WL: 45400 um
  – Detailed-route DRC error count: 0
  – DR WL/cell: 27.8 um
  – Antenna-violating nets left: 0

Synthesis
  – Top cells by count: nand2_1 (126), nor2_1 (124), a21oi_1 (111)
  – Post-Syn Area: 9150 um^2
  – Max-area cell share: 13.5%
  – Chip Area, Yosys: 9150 um^2
  – Cell count listed in synth_stat.txt: 1327
  – Main area contributors: ha_1 (14%), mux4_2 (8.9%), a21oi_1 (6.1%), mux2i_1 (5.8%), nand2_1 (5.2%)
  – Syn. warnings: 1
  – Seq share, synth: 0%
  – Most common cell in the netlist: nand2_1
  – Synth Instances: 1327
  – Yosys top cell by area: ha_1
  – Post-synth cell types: 87
  – Syn_area_per_cell: 6.90 um^2

Die
  – Die H: 153 um
  – Initial Utilization: 41.4%
  – Row count: 54
  – Die Size: 23500 um^2
  – Die width: 153 um
  – Core footprint: 22100 um^2
  – Ports: 101

Power and ir drop
  – Sw Share: 61.1%
  – Worst VDD drop: 16.0 uV
  – Pint: 137 uW
  – Leakage: 4.21 nW
  – Clock power frac: 0%
  – Net Sw Power: 215 uW
  – Logic pwr share: 100.0%
  – Sequential Power Share: 0%
  – PD cells: 34.1 nW/um^2

GRT
  – First-pass GRT wire length: 68100 um
  – Initial antenna violation count: 0
  – GRT Overall Usage: 38.9%
  – Largest net degree at the start of global routing: 59
  – Vias in the first global route: 10.3k
  – GR Overflow Total: 0

Critical path
  – Crit path required time: 14000 ps
  – Critical path fanouts, max: 33
  – Crit path launch type: primary input
  – WS Path Type: primary input to primary output
  – Worst setup path start: in2[4]
  – WP data arrival: 9230 ps
  – CP Capture Type: primary output

Place
  – PortBufs: 101
  – Routability cong.: 1.06
  – Post-Place Cell Area: 10300 um^2
  – Detailed placement HPWL: 35700 um
==> routing by layer <==
layer,track usage [%],part of all wire [%]
met1,58.2,44
met2,58.3,44
met3,7.25,10
met4,8.32,2.4
met5,0,0
==> per-stage QoR <==
step / instances / worst slack, ps / utilization [%] / total power [mW]
6_report: 1635 / 4770 / 46.7 / 0.352
5_1_grt: 1635 / 4500 / 46.7 / 0.375
4_1_cts: 1635 / 4910 / 46.7 / 0.342
3_5_place_dp: 1635 / 4920 / 46.7 / 0.340
3_3_place_gp: 1635 / 4990 / 46.7 / 0.344
2_1_floorplan: 1327 / 6600 / - / 0.207
==> placed cells by master (no fill, tap or decap), types with 12 or more instances in the layout <==
master	n
nand2_1	126
nor2_1	124
a21oi_1	111
ha_1	99
clkdlybuf4s50_1	98
inv_1	97
o21ai_0	73
mux2i_1	53
mux4_2	36
nor3_1	30
buf_4	30
o211ai_1	29
o22ai_1	29
mux2_2	28
nand3_1	25
o31ai_1	23
a211oi_1	21
a221oi_1	20
nor4_1	19
a22oi_1	17
o221ai_1	15
a31oi_1	15
a21o_1	15
nand4_1	12
==> layout make-up <==
type                       instances  area share [%]
tap                              280            3.39
inverter                         101            3.67
timing repair buffer             130            11.8
multi-input combinational       1124            81.2
==> critical path, cell delays in order <==
cell and delay [ps]:
clkdlybuf4s50_1 450, buf_4 350, clkinv_1 680, ha_1 660
inv_1 140, o311a_1 290, o211ai_1 140, o21a_1 170
a221oi_2 310, a221oi_1 200, o311ai_0 660, o2111ai_1 440
nor4b_1 410, nand4_1 190, nor3_2 130, clkdlybuf4s50_1 480
==> power groups by stage <==
stage,registers [mW],logic [mW],clock network [mW]
after CTS,0,0.342,0
after global routing,0,0.375,0
final,0,0.352,0
==> kinds of logic after synthesis <==
| kind of cell | share of synthesized area (%) |
|---|---|
| multiplexers | 18.6 |
| adder cells (fa/ha/maj) | 14.0 |
| XOR/XNOR | 1.05 |
| buffers and inverters | 8.93 |
| AND/OR/NAND/NOR | 22.3 |
| AND-OR/OR-AND | 35.2 |
==> worst max path at each step <==
| stage | slack [ps] | endpoint |
|---|---|---|
| final | 4770 | zero |
| after global routing | 4500 | zero |
| after CTS | 4910 | zero |
Power figures rest on the tool's default switching activity, not on a simulated workload.
