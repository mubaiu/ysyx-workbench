`design/flow/constraint.sdc`:
```
current_design RV32E_top

set clk_period 35.2
set clk_io_pct 0.2

create_clock -name clk0 -period $clk_period [get_ports {clk}]

set non_clock_inputs [all_inputs -no_clocks]
set_input_delay [expr $clk_period * $clk_io_pct] -clock clk0 $non_clock_inputs
set_output_delay [expr $clk_period * $clk_io_pct] -clock clk0 [all_outputs]
```
`design/flow/design.v`:
```
module EXU(
    input wire [3:0] alu_op,
    input wire [31:0] rs1_data,
    input wire [31:0] rs2_data,
    input wire [31:0] imm,
    input wire alu_src,
    input wire [31:0] pc,
    input wire branch,
    input wire jump,
    output reg [31:0] alu_result,
    output wire branch_taken,
    output wire [31:0] branch_target
);
    wire [31:0] operand_a;
    wire [31:0] operand_b;
    assign operand_a = (jump && !alu_src) ? pc : rs1_data;   
    assign operand_b = alu_src ? imm : rs2_data;            
    assign branch_target = (jump && !alu_src) ? (alu_result & 32'hFFFFFFFE) : (pc + imm);
    reg branch_cond;
    always @(*) begin
        case (alu_op)
            4'b1010: branch_cond = (rs1_data == rs2_data);      
            4'b1011: branch_cond = (rs1_data != rs2_data);      
            4'b1100: branch_cond = ($signed(rs1_data) < $signed(rs2_data));  
            4'b1101: branch_cond = ($signed(rs1_data) >= $signed(rs2_data));  
            4'b1110: branch_cond = (rs1_data < rs2_data);       
            4'b1111: branch_cond = (rs1_data >= rs2_data);      
            default: branch_cond = 1'b0;
        endcase
    end
    assign branch_taken = (branch && branch_cond) || jump;
    always @(*) begin
        case (alu_op)
            4'b0000: alu_result = operand_a + operand_b;   
            4'b0001: alu_result = operand_a - operand_b;       
            4'b0010: alu_result = operand_a << operand_b[4:0];  
            4'b0011: alu_result = {31'b0, $signed(operand_a) < $signed(operand_b)};  
            4'b0100: alu_result = {31'b0, operand_a < operand_b};  
            4'b0101: alu_result = operand_a ^ operand_b;       
            4'b0110: alu_result = operand_a >> operand_b[4:0];  
            4'b0111: alu_result = $signed(operand_a) >>> operand_b[4:0];  
            4'b1000: alu_result = operand_a | operand_b;       
            4'b1001: alu_result = operand_a & operand_b;       
            4'b1010: alu_result = operand_b;                   
            default: alu_result = 32'h0;
        endcase
    end
endmodule
module IDU(
    input wire [31:0] inst,
    output wire [3:0] rs1_addr,
    output wire [3:0] rs2_addr,
    output wire [3:0] rd_addr,
    output reg [31:0] imm,
    output reg [3:0] alu_op,
    output reg mem_read,
    output reg mem_write,
    output reg reg_write,
    output reg alu_src,
    output reg mem_to_reg,
    output reg branch,
    output reg jump,
);
    wire [6:0] opcode;
    wire [2:0] funct3;
    wire [6:0] funct7;
    assign opcode = inst[6:0];
    assign funct3 = inst[14:12];
    assign funct7 = inst[31:25];
    assign rs1_addr = inst[19:15] & 4'hF;  
    assign rs2_addr = inst[24:20] & 4'hF;
    assign rd_addr = inst[11:7] & 4'hF;
    always @(*) begin
        alu_op = 4'b0000;
        mem_read = 1'b0;
        mem_write = 1'b0;
        reg_write = 1'b0;
        alu_src = 1'b0;
        mem_to_reg = 1'b0;
        branch = 1'b0;
        jump = 1'b0;
        imm = 32'h0;
        case (opcode)
            7'b0110011: begin  
                reg_write = 1'b1;
                alu_src = 1'b0;
                case (funct3)
                    3'b000: alu_op = (funct7 == 7'b0000000) ? 4'b0000 : 4'b0001;  
                    3'b001: alu_op = 4'b0010;  
                    3'b010: alu_op = 4'b0011;  
                    3'b011: alu_op = 4'b0100;  
                    3'b100: alu_op = 4'b0101;  
                    3'b101: alu_op = (funct7 == 7'b0000000) ? 4'b0110 : 4'b0111;  
                    3'b110: alu_op = 4'b1000;  
                    3'b111: alu_op = 4'b1001;  
                endcase
            end
            7'b0010011: begin  
                reg_write = 1'b1;
                alu_src = 1'b1;
                imm = {{20{inst[31]}}, inst[31:20]};
                case (funct3)
                    3'b000: alu_op = 4'b0000;  
                    3'b001: alu_op = 4'b0010;  
                    3'b010: alu_op = 4'b0011;  
                    3'b011: alu_op = 4'b0100;  
                    3'b100: alu_op = 4'b0101;  
                    3'b101: alu_op = (funct7 == 7'b0000000) ? 4'b0110 : 4'b0111;  
                    3'b110: alu_op = 4'b1000;  
                    3'b111: alu_op = 4'b1001;  
                endcase
            end
            7'b0000011: begin  
                reg_write = 1'b1;
                alu_src = 1'b1;
                mem_read = 1'b1;
                mem_to_reg = 1'b1;
                alu_op = 4'b0000;  
                imm = {{20{inst[31]}}, inst[31:20]};
            end
            7'b0100011: begin  
                alu_src = 1'b1;
                mem_write = 1'b1;
                alu_op = 4'b0000;  
                imm = {{20{inst[31]}}, inst[31:25], inst[11:7]};
            end
            7'b1100011: begin  
                branch = 1'b1;
                alu_src = 1'b0;
                case (funct3)
                    3'b000: alu_op = 4'b1010;  
                    3'b001: alu_op = 4'b1011;  
                    3'b100: alu_op = 4'b1100;  
                    3'b101: alu_op = 4'b1101;  
                    3'b110: alu_op = 4'b1110;  
                    3'b111: alu_op = 4'b1111;  
                endcase
                imm = {{20{inst[31]}}, inst[7], inst[30:25], inst[11:8], 1'b0};
            end
            7'b1101111: begin  
                reg_write = 1'b1;
                jump = 1'b1;
                alu_op = 4'b0000;
                imm = {{12{inst[31]}}, inst[19:12], inst[20], inst[30:21], 1'b0};
            end
            7'b1100111: begin  
                reg_write = 1'b1;
                jump = 1'b1;
                alu_src = 1'b1;
                alu_op = 4'b0000;
                imm = {{20{inst[31]}}, inst[31:20]};
            end
            7'b0110111: begin  
                reg_write = 1'b1;
                alu_op = 4'b1010;  
                alu_src = 1'b1;
                imm = {inst[31:12], 12'b0};
            end
            7'b0010111: begin  
                reg_write = 1'b1;
                alu_op = 4'b0000;
                alu_src = 1'b1;
                imm = {inst[31:12], 12'b0};
            end
            7'b1110011: begin  
                if (funct3 == 3'b000) begin
                    case (inst[31:20])
                        12'b000000000000: begin  
                        end
                        12'b000000000001: begin  
                        end
                    endcase
                end
            end
        endcase
    end
endmodule
module IFU(
    input wire clk,
    input wire rst,
    input wire branch_taken,
    input wire [31:0] branch_target,
    output reg [31:0] pc,
    output wire [31:0] snpc,    
    output wire [31:0] dnpc,    
    input wire [31:0] inst,
    output wire [31:0] inst_out
);
    assign snpc = pc + 32'd4;
    assign dnpc = branch_taken ? branch_target : snpc;
    assign inst_out = inst;
    always @(posedge clk) begin
        if (rst) begin
            pc <= 32'h0;
        end else begin
            pc <= dnpc;
        end
    end
endmodule
module LSU(
    input wire clk,
    input wire rst,
    input wire mem_read,
    input wire mem_write,
    input wire [31:0] addr,
    input wire [31:0] store_data,
    output reg [31:0] load_data,
    output wire ram_we,
    output wire [31:0] ram_addr,
    output wire [31:0] ram_wdata,
    input wire [31:0] ram_rdata
);
    assign ram_we = mem_write;
    assign ram_addr = addr;
    assign ram_wdata = store_data;
    always @(*) begin
        if (mem_read) begin
            load_data = ram_rdata;
        end else begin
            load_data = 32'h0;
        end
    end
endmodule
module REG(
    input wire clk,
    input wire rst,
    input wire [3:0] rs1_addr,
    input wire [3:0] rs2_addr,
    input wire [3:0] rd_addr,
    input wire [31:0] rd_data,
    input wire rd_wen,   
    output reg [31:0] rs1_data,
    output reg [31:0] rs2_data
);
    reg [31:0] registers [0:15];
    integer i;
    always @(*) begin
        if (rst) begin
            rs1_data = 32'h0;
            rs2_data = 32'h0;
        end else begin
            rs1_data = (rs1_addr == 4'h0) ? 32'h0 : registers[rs1_addr];
            rs2_data = (rs2_addr == 4'h0) ? 32'h0 : registers[rs2_addr];
        end
    end
    always @(posedge clk) begin
        if (rst) begin
            for (i = 0; i < 16; i = i + 1) begin
                registers[i] <= 32'h0;
            end
        end else if (rd_wen && rd_addr != 4'h0) begin
            registers[rd_addr] <= rd_data;
        end
    end
endmodule
module RV32E_top(
    input wire clk,
    input wire rst,
    input wire [31:0] inst,
    output wire [31:0] pc,
    input wire [31:0] ram_rdata,
    output wire ram_we,
    output wire [31:0] ram_addr,
    output wire [31:0] ram_wdata
);
    wire [31:0] inst_out;
    wire [31:0] snpc;   
    wire [31:0] dnpc;   
    wire [3:0] rs1_addr, rs2_addr, rd_addr;
    wire [31:0] rs1_data, rs2_data, wb_data;
    wire reg_write;
    wire [31:0] imm;
    wire [3:0] alu_op;
    wire mem_read, mem_write, alu_src, mem_to_reg, branch, jump;
    wire [31:0] alu_result;
    wire branch_taken;
    wire [31:0] branch_target;
    wire [31:0] load_data;
    IFU ifu(
        .clk(clk),
        .rst(rst),
        .branch_taken(branch_taken),
        .branch_target(branch_target),
        .pc(pc),
        .snpc(snpc),
        .dnpc(dnpc),
        .inst(inst),
        .inst_out(inst_out)
    );
    IDU idu(
        .inst(inst_out),
        .rs1_addr(rs1_addr),
        .rs2_addr(rs2_addr),
        .rd_addr(rd_addr),
        .imm(imm),
        .alu_op(alu_op),
        .mem_read(mem_read),
        .mem_write(mem_write),
        .reg_write(reg_write),
        .alu_src(alu_src),
        .mem_to_reg(mem_to_reg),
        .branch(branch),
        .jump(jump),
    );
    REG reg_file(
        .clk(clk),
        .rst(rst),
        .rs1_addr(rs1_addr),
        .rs2_addr(rs2_addr),
        .rd_addr(rd_addr),
        .rd_data(wb_data),
        .rd_wen(reg_write),
        .rs1_data(rs1_data),
        .rs2_data(rs2_data)
    );
    EXU exu(
        .alu_op(alu_op),
        .rs1_data(rs1_data),
        .rs2_data(rs2_data),
        .imm(imm),
        .alu_src(alu_src),
        .pc(pc),
        .branch(branch),
        .jump(jump),
        .alu_result(alu_result),
        .branch_taken(branch_taken),
        .branch_target(branch_target)
    );
    LSU lsu(
        .clk(clk),
        .rst(rst),
        .mem_read(mem_read),
        .mem_write(mem_write),
        .addr(alu_result),          
        .store_data(rs2_data),
        .load_data(load_data),
        .ram_we(ram_we),
        .ram_addr(ram_addr),        
        .ram_wdata(ram_wdata),
        .ram_rdata(ram_rdata)
    );
    WBU wbu(
        .alu_result(alu_result),
        .load_data(load_data),
        .snpc(snpc),            
        .mem_to_reg(mem_to_reg),
        .jump(jump),
        .wb_data(wb_data)
    );
endmodule
module WBU(
    input wire [31:0] alu_result,
    input wire [31:0] load_data,
    input wire [31:0] snpc,      
    input wire mem_to_reg,
    input wire jump,
    output reg [31:0] wb_data
);
    always @(*) begin
        if (jump) begin
            wb_data = snpc;      
        end else if (mem_to_reg) begin
            wb_data = load_data;  
        end else begin
            wb_data = alu_result;  
        end
    end
endmodule
```
`design/flow/run.sh`:
```
#!/bin/bash
# OpenROAD 26Q1-2900-gdf79404cd8, Yosys 0.63+post, stock flow scripts
make -C /OpenROAD-flow-scripts/flow DESIGN_CONFIG=/design/flow/config.mk WORK_HOME=/design/flow/orfs finish
```
`design/flow/config.mk`:
```
export PLATFORM = sky130hd
export DESIGN_NAME = RV32E_top
export DESIGN_NICKNAME = RV32E_top
export VERILOG_FILES = /design/flow/design.v
export SDC_FILE = /design/flow/constraint.sdc
export NUM_CORES = 4
export LEC_CHECK = 1
export CORE_UTILIZATION = 50
```
==> flow_summary.ini <==
; synthesis and place-and-route metrics
[status]
outcome = complete, no violations

[final_timing]
fmax_mhz = 45.2
drv_slew = 0
setup-violations-final = 0
timing.final.ws_setup_ps = 13070
max_slew_margin = 0.267
hold_violations = 0
rsz0062_at_grt = false
fin_skew_ps = 58.7
fin_crit_sh = 0.629
period_needed_ps = 22130
tightest_slew_ps = 1100
fin_tns_setup_ps = 0

[yosys]
yosysWarnings = 6
yosysChipArea_mm2 = 0.0432
syn_area_per_cell_um2 = 10.1
synth_cell_types = 123
synthArstFlopShare = 0
ys_seq_frac = 0.371
synthDominantCellAreaShare = 0.356
netlist_instances = 4257
synth-seq-cells = 544
flop_cell = edfxtp_1
syn_area_mm2 = 0.0432
top_area_cell = edfxtp_1
ys_cells = 4257
ys_top_cells_by_count = nor2_1 (657), edfxtp_1 (512), nand2_1 (326), mux4_2 (258), a21oi_1 (194)
synth.area.top_cells = edfxtp_1 (36%), mux4_2 (13%), nor2_1 (5.7%), ha_1 (5.0%), nand2_1 (2.8%)
synth-edff-count = 512
synthMostInstantiatedCell = nor2_1

[pwr]
power.leakage_nw = 18.0
switching_share = 0.343
power.switching_w = 0.000687
comb_power_share = 0.298
power_density_mw_per_mm2 = 41.6
vdd_drop_max_uv = 62.9
p_int_w = 0.00132
p_seq_frac = 0.371
pwr-share-clk = 0.331

[finish]
drive_gt1_frac = 0.174
final_util = 0.564
syn_to_final_growth_pct = 11.6

[floorplan]
row_count = 107
dieHeight_um = 296
dieArea_mm2 = 0.0875
die_width_um = 296
ioPinCount = 163
initCoreUtil = 0.506
core-area_mm2 = 0.0853

[global_routing]
grt_max_degree = 60
grtUsageTotal = 0.522
grt_pass1_vias = 38418
antenna_found_initial = 10
grt_pass1_wl_um = 293000
overflow = 0

[worst_setup_path]
slowest_delay_ps = 900
crit_top_cell = buf_4
critPathKind = in -> out
cp-end-kind = primary output
arrival_ps = 15090
rrSetupSlack_ps = 27560
crit_required_ps = 28160
crit_fanout = 59
slowest_stage = a2111oi_1
worstSetupStartpointType = primary input

[hold_path]
hold_class = reg -> reg

[routing]
antenna_left = 0
drc = 0
vias = 39621
drtIter0Drc = 4586
routedWlPerCell_um = 38.3
dr.pass1.iters = 6
via_per_inst = 7.15
routed_wl_um = 212000

[cts]
cts-root-buf = clkbuf_16
clk_path_buf_depth = 3
htree_levels = 2
numClockSinks = 544
hold_buffers = 0
post_cts_buffers = 0
tritoncts = yes
ctsResizeCount = 0
clkTransAtPathRegs_ps = 60
cts_buffers = 58
clk_latency_ps = 680

[job]
warnings = 100
maxCapViolCount = 0

[placed_design]
gp_congestion = 1.19
place_ws_ps = 13410
placement.io_buffers = 162
place_hpwl_um = 150000
-- routing by layer --
| layer | track usage | up-vias | share of wire |
|---|---|---|---|
| li1 | - | 16428 | - |
| met1 | 0.647 | 18722 | 0.32 |
| met2 | 0.697 | 3578 | 0.41 |
| met3 | 0.314 | 871 | 0.17 |
| met4 | 0.342 | 22 | 0.090 |
| met5 | 0.0410 | - | 0.0019 |
-- registers in the layout (all words and copies together) (netlist names) --
register / flops
ifu.pc: 32
reg_file.registers: 512
-- path summary, 6_finish.rpt --
path,start,cells after the start,end
setup reg to reg,reg_file.registers[3][0],21,reg_file.registers[5][0]
hold reg to reg,ifu.pc[0],2,ifu.pc[0]
hold / removal,ifu.pc[0],2,ifu.pc[0]
setup / recovery,inst[4],25,ram_addr[12]
-- through the flow --
| stage | power [W] | cells | hold slack, ps | area, µm² |
|---|---|---|---|---|
| after global placement | 0.00132 | 5431 | 596 | 46100 |
| after global routing | 0.00205 | 5538 | 633 | 48100 |
| after CTS | 0.00198 | 5537 | 616 | 48100 |
| after floorplan | 0.00109 | 4288 | 462 | 43300 |
| after detailed placement | 0.00132 | 5431 | 607 | 46100 |
| final | 0.00200 | 5542 | 660 | 48100 |
-- power groups by stage --
stage	Clock, W	Sequential, W	Combinational, W
CTS	0.000668	0.000743	0.000567
global route	0.000693	0.000746	0.000614
finish	0.000664	0.000744	0.000596
-- cells in the final DEF (no fill, tap or decap), types with 43 or more instances in the layout --
cell type        instances
clkdlybuf4s50_1        153
nand3_1                136
nand4_1                 43
a21oi_1                191
a21o_1                  59
nor3_1                 100
ha_1                   172
o21ai_0                149
mux2i_1                 91
nand2_1                315
a211oi_1                92
o211ai_1                62
edfxtp_1               512
inv_1                  134
nor2_1                 654
mux2_2                  46
buf_4                  199
clkbuf_16               58
mux4_2                 258
-- logic make-up (layout without fill, tap and decap cells) --
kind of cell,count (synthesis),in the layout,synth area share
and+or+nand+nor,1564,1564,0.167
AOI/OAI and AO/OA,993,993,0.167
DFF,544,544,0.371
buffers and inverters,505,610,0.0558
muxes,406,406,0.174
adders and majority gates,175,175,0.0513
xor gates and xnor gates,69,69,0.0140
other,1,37,0.0000869
-- cell type report --
cell class	instances	area [µm²]
repair buffers	357	3070
inverters	147	554
fillers	7234	37100
flip-flops and latches	544	16000
well taps	1144	1430
diodes	5	12.5
multi-input cells	3239	25000
clock buffers	67	1490
clock inverters	39	551
-- worst max-delay path, delay by kind of cell --
kind	cells	cell delay (ps)
buf+inv	8	2850
compound gates	8	2560
simple gates	6	1580
fa+ha+maj	2	770
mux	1	230
Power figures rest on the tool's default switching activity, not on a simulated workload.
